$ cat /design/flow/design.v
module AC (data_bus_in, data_bus_out, ld_ac, pass_add, clk, a_side);
input [7:0] data_bus_in, data_bus_out;
input ld_ac, pass_add, clk;
output reg [7:0] a_side = 8'b00000000;
wire [7:0] mux_output;
assign mux_output = pass_add ? data_bus_out : data_bus_in;
always @(posedge clk) begin
	if(ld_ac)
		a_side = mux_output;
end
endmodule
module ALU(a_side, from_ir, pass_add, data_bus_out);
input [7:0] a_side, from_ir;
input pass_add;
output [7:0] data_bus_out;
assign data_bus_out = pass_add ? a_side + from_ir: a_side;
endmodule
module CPU (reset, clk, adr_bus, rd_mem, wr_mem, data_bus_in, data_bus_out);
input reset;
input clk;
input [7:0] data_bus_in;
output [5:0] adr_bus;
output rd_mem;
output wr_mem;
output [7:0]data_bus_out;
wire ir_on_adr, pc_on_adr, ld_ir, ld_ac, ld_pc, inc_pc, clr_pc, pass_add;
wire [1:0] op_code;
Controller cu (reset, clk, op_code, rd_mem, wr_mem, ir_on_adr, pc_on_adr,
				ld_ir,ld_ac, ld_pc, inc_pc, clr_pc, pass_add);
DataPath dp (clk, ir_on_adr, pc_on_adr, ld_ir, ld_ac, ld_pc, inc_pc, clr_pc, pass_add,
				adr_bus, op_code, data_bus_in, data_bus_out);
endmodule
module Controller (reset, clk, op_code, rd_mem, wr_mem, ir_on_adr, pc_on_adr, ld_ir, ld_ac, ld_pc, inc_pc, clr_pc, pass_add);
input reset, clk;
input [1:0] op_code;
output rd_mem, wr_mem, ir_on_adr, pc_on_adr, ld_ir, ld_ac, ld_pc;
output inc_pc, clr_pc, pass_add;
reg rd_mem, wr_mem, ir_on_adr, pc_on_adr, ld_ir, ld_ac;
reg ld_pc, inc_pc, clr_pc, pass_add;
reg [1:0] present_state, next_state;
always @(posedge clk) begin
    if (reset)
        present_state <= 2'b00;
    else
        present_state <= next_state;
end
always @(present_state, op_code) begin
    rd_mem=1'b0; wr_mem=1'b0; ir_on_adr=1'b0; pc_on_adr=1'b0; ld_ir=1'b0;
    ld_ac=1'b0; ld_pc=1'b0; inc_pc=1'b0; clr_pc=1'b0; pass_add=1'b0;
    case (present_state)
        2'b00 : begin
            next_state = 2'b01; clr_pc = 1'b1;
        end
        2'b01 : begin
            next_state = 2'b10; pc_on_adr=1'b1; rd_mem=1'b1; ld_ir=1'b1; inc_pc=1'b1;
        end
        2'b10 : begin
            next_state = 2'b11;
        end
        2'b11: begin
            next_state = 2'b01;
            case (op_code)
                2'b01 : begin
                    ir_on_adr=1'b1; rd_mem=1'b1; ld_ac=1'b1;
                end
                2'b10 : begin
                    ir_on_adr=1'b1; pass_add = 1'b0; wr_mem=1'b1;
                end
                2'b11 : ld_pc =1'b1;  
                2'b00 : begin
                    pass_add = 1'b1; ld_ac=1'b1;
                end
            endcase
        end
    endcase
end
endmodule
module IR (data_bus_in, ld_ir, clk, ir_out);
input [7:0] data_bus_in;
input ld_ir, clk;
output reg [7:0] ir_out;  
always @(posedge clk) begin
	if (ld_ir)
		ir_out <= data_bus_in;
end
endmodule
module PC (pc_in, ld_pc, inc_pc, clr_pc, clk, pc_out);
input [5:0] pc_in;
input ld_pc, inc_pc, clr_pc, clk;
output reg [5:0] pc_out;
wire internal_pc;
assign internal_pc = ld_pc ? pc_in : clr_pc ? 6'b0 : inc_pc ? pc_out + 1 : pc_out;
always @(posedge clk) begin
	pc_out <= internal_pc;
end
endmodule
module DataPath (clk, ir_on_adr, pc_on_adr, ld_ir, ld_ac, ld_pc, inc_pc, clr_pc, pass_add, adr_bus, op_code, data_bus_in, data_bus_out);
input clk, ir_on_adr, pc_on_adr, ld_ir, ld_ac, ld_pc, inc_pc, clr_pc, pass_add;
output [5:0] adr_bus;
output [1:0] op_code;
input [7:0] data_bus_in;
output [7:0] data_bus_out;
wire [7:0] ir_out;
wire [5:0] pc_out;
wire [7:0] a_side;
IR ir (data_bus_in, ld_ir, clk, ir_out);
PC pc (ir_out[5:0], ld_pc, inc_pc, clr_pc, clk, pc_out);
AC ac (data_bus_in,data_bus_out, ld_ac,pass_add, clk, a_side);
ALU alu (a_side, {2'b00, ir_out[5:0]}, pass_add, data_bus_out);
assign adr_bus = ir_on_adr ? ir_out[5:0] : pc_on_adr ? pc_out : 6'b0;
assign op_code = ir_out[7:6];
endmodule
$ cat /design/flow/run.sh
#!/bin/bash
# OpenROAD 26Q1-2900-gdf79404cd8, Yosys 0.63+post, stock flow scripts
make -C /OpenROAD-flow-scripts/flow DESIGN_CONFIG=/design/flow/config.mk WORK_HOME=/design/flow/orfs finish
$ cat /design/flow/config.mk
export PLATFORM = sky130hd
export DESIGN_NAME = CPU
export DESIGN_NICKNAME = CPU
export VERILOG_FILES = /design/flow/design.v
export SDC_FILE = /design/flow/constraint.sdc
export NUM_CORES = 4
export LEC_CHECK = 1
export CORE_AREA = 10 10 100 100
export DIE_AREA = 0 0 110 110
$ cat /design/flow/constraint.sdc
current_design CPU

set clk_period 3.4
set clk_io_pct 0.2

create_clock -name clk0 -period $clk_period [get_ports {clk}]

set non_clock_inputs [all_inputs -no_clocks]
set_input_delay [expr $clk_period * $clk_io_pct] -clock clk0 $non_clock_inputs
set_output_delay [expr $clk_period * $clk_io_pct] -clock clk0 [all_outputs]
==> results.ini <==
[status]
status = finished clean

[finish]
drive_above_1_share = 0.0892
final_area_sq_mm = 0.00177
area_growth_pct = 31.5

[synthesis]
ys_top_cells_by_count = 18 x nand2_1, 17 x edfxtp_1, 10 x ha_1
avgSynthCellArea_sq_um = 10.3
edf_count = 17
yosysChipArea_sq_mm = 0.00134
ys_cells = 130
synth-async-reset-ratio = 0
top_cell = nand2_1
netlist_area_sq_mm = 0.00134
yosysTopAreaCellShare = 0.380
ys_seq_frac = 0.440
ys_warn_count = 4
ff_type = edfxtp_1
postSynthCellCount = 130
ys_ff = 21
yosysTopAreaCell = edfxtp_1
topCellsByArea = edfxtp_1 38%, ha_1 9.3%, dfxtp_1 6.0%
synth.distinct_cells = 38

[place]
globalplace.congestion = 0.803
dpl_cell_area_sq_mm = 0.00171
pre_cts_ws_ns = 0.381
io_buffers = 25
dp.final_hpwl_mm = 2.73

[floorplan]
ios = 26
fp-row-count = 32
die_h_um = 110
core_area_sq_mm = 0.00781
fp_util = 0.172
die_width_um = 110
design.die.area_sq_mm = 0.0121

[route]
dr.pass1.iters = 4
wirelength_met1_mm = 1.75
vias = 1069
topRoutingLayerUsed = met4
drtAntennaViolNets = 0
dr_wl_met2_mm = 1.48
diodes = 0
wl_mm = 3.45
first_iter_violations = 59
drc = 0
wire_per_inst_um = 13.3
wl_met3_um = 194
via_per_inst = 4.13

[power]
comb_power_share = 0.157
p_sw_w = 0.000132
seqPwrFrac = 0.543
irDropWorstVdd_mv = 0.143
p_int_w = 0.000417
cellPowerDensity_mw_per_mm2 = 311
clkPwrFrac = 0.300
sw_frac_of_total = 0.241
p_total_w = 0.000549
leakage_nw = 0.710

[worst_setup_path]
end_kind = output pin
reg2reg_to = dp.ac.a_side[4]
critPathMaxFanout = 4
cp-startpoint = dp.ir.ir_out[0]
critPathKind = reg2out
crit_required_ns = 2.72
reg2reg_depth = 7
r2r_start = dp.ir.ir_out[0]
worstSetupStartpointType = register
r2r_slack_ns = 1.42
crit_arrival_ns = 2.43

[timing]
max-slew-margin-rel = 0.704
setup_ws_ns = 0.292
holdWs_ns = 0.482
layout_worst_path_cycle_share = 0.914
fmax_mhz = 322
worst_pin_slew_ns = 0.444
hold_violations = 0
tns_ns = 0
fin_crit_ns = 3.11
skew_ns = 0.00130
final_max_slew_viol_count = 0
setup_viol = 0
rsz0062_at_grt = no

[global_route]
grt_overflow = 0
antenna_found_initial = 0
grt_max_degree = 16
grt_pass1_wl_mm = 5.40
grt_pass1_vias = 1057
grt_usage = 0.0571

[cts]
cts_max_level = 1
clockBufferDepth = 2
cts_tree = built
insertion_delay_ns = 0.26
cts_buffers = 3
cts_root_buf = clkbuf_8
postCtsHoldBufs = 0
cts.sinks = 21
clkTransAtPathRegs_ns = 0.08

[worst_hold_path]
holdPathEnd = cu.present_state[1]
holdPathStages = 1
hold_start = cu.present_state[2]
hp-class = reg2reg

[flow_run]
warning_count = 28
maxCapViolCount = 0

## cell type report
type,instances,area [sq um]
clock buffer,3,41.3
clock inverter,1,5.00
fill,855,6040
inverter,6,22.5
multi-input combinational,97,696
sequential,21,591
tap,102,128
timing repair buffer,29,283
## cell families (layout without fill, tap and decap cells)
group / after synthesis / count (layout) / share of synthesized area
compound gates: 31 / 31 / 0.183
flops: 21 / 21 / 0.440
simple gates: 51 / 51 / 0.198
buf+inv: 12 / 39 / 0.0438
mux: 2 / 2 / 0.0149
xor+xnor: 2 / 2 / 0.0130
fa+ha+maj: 11 / 11 / 0.108
## power by group through the flow
stage | clock (W) | combinational, W | sequential, W
5_1_grt | 0.000180 | 0.0000961 | 0.000300
4_1_cts | 0.000171 | 0.0000860 | 0.000298
6_report | 0.000165 | 0.0000860 | 0.000298
## metal layers
layer | GRT usage | vias up
met5 | 0 | -
met4 | 0.00651 | 0
met1 | 0.0818 | 517
li1 | - | 536
met3 | 0.0141 | 2
met2 | 0.0885 | 14
## how the worst max path moves through the flow
stage	end	slack [ns]	cells past startpoint
CTS	data_bus_out[4]	0.07	8
global route	data_bus_out[6]	0.11	8
finish	data_bus_out[6]	0.29	8
## through the flow
| step | instances | utilization |
|---|---|---|
| after global placement | 254 | 0.219 |
| after floorplan | 130 | - |
| after detailed placement | 254 | 0.219 |
| final | 259 | 0.226 |
| after global routing | 259 | 0.226 |
| after CTS | 258 | 0.225 |
## sequential cells by signal (all words and copies together) (netlist names)
register / count
dp.pc.pc_out: 1
dp.ir.ir_out: 8
cu.present_state: 4
dp.ac.a_side: 8
## critical path, stage by stage, from the launching register on
cell and delay (ns):
edfxtp_1 0.37, ha_2 0.21, inv_1 0.06, fa_1 0.42, and2b_1 0.25, o31a_1 0.16, o21ai_2 0.07, xnor2_1 0.14
clkdlybuf4s50_1 0.48
## placed cells by master (no fill, tap or decap), drive strengths merged, types with 3 or more instances in the layout
cell	synthesis	final
nor3b	4	4
nand2	19	19
o211ai	5	5
inv	6	6
o21ai	6	6
dfxtp	4	4
clkbuf	2	3
clkdlybuf4s50	0	24
and3	6	6
nand3	3	3
nor2b	3	3
edfxtp	17	17
ha	10	10
buf	4	4
nor2	4	4
nor3	5	5
a21o	7	7
## repair_timing
action / in CTS / in global routing
buffers inserted: 0 / 1
endpoints found under the setup margin: 0 / 1
gates resized: 0 / 2
Power figures rest on the tool's default switching activity, not on a simulated workload.
